==> flow/design.v <==
module ALU #(parameter Width = 8)(input clk, input rst, input [Width-1:0] A, input [Width-1:0] B, input[2:0] opcode,output reg [Width-1:0] result, output reg z,output reg c,output reg n, output reg v);
reg [Width:0] temp;
reg [Width-1:0] A_reg,B_reg;
reg [2:0] opcode_reg;
reg [Width-1:0] result_reg;
reg c_temp,v_temp;
reg z_reg,n_reg;
always @(posedge clk or posedge rst) begin
    if(rst) begin
        A_reg <= 0;
        B_reg <= 0;
        opcode_reg <= 0;
        result_reg <= 0;
        c_temp <= 0;
        v_temp <= 0;
        z_reg <= 0;
        n_reg <= 0;
        result <= 0;
        c <= 0;
        v <= 0;
        z <= 0;
        n <= 0;
    end else begin
        A_reg <=A;
        B_reg <=B;
        opcode_reg <=opcode;
    case(opcode_reg)
        3'b000: begin
          {c_temp, result_reg} <= A_reg + B_reg;
           v_temp <= ((A_reg[Width-1]) & (B_reg[Width-1]) & ~result_reg[Width-1]) | (~A_reg[Width-1] & ~B_reg[Width-1] & result_reg[Width-1]);
        end
        3'b001: begin
           result_reg <= A_reg - B_reg;
           c_temp <= (A_reg<B_reg);
           v_temp <= (~A_reg[Width-1] & B_reg[Width-1] & result_reg[Width-1]) | (A_reg[Width-1] & ~B_reg[Width-1] & ~result_reg[Width-1]);
        end
        3'b010: result_reg <= A_reg&B_reg;
        3'b011: result_reg <= A_reg|B_reg;
        3'b100: result_reg <= A_reg^B_reg;
        3'b101: result_reg <= ~A_reg;
        3'b110: result_reg <= ~B_reg;
        default: result_reg <= {Width{1'b0}};
    endcase
        result <= result_reg;
        c <= c_temp;
        v <=v_temp;
        z_reg<= (result_reg == {Width{1'b0}});
        n_reg<= result_reg[Width-1];
        z <= z_reg;
        n <= n_reg;
    end
end
endmodule
==> flow/run.sh <==
#!/bin/bash
# OpenROAD 26Q1-2900-gdf79404cd8, Yosys 0.63+post, stock flow scripts
make -C /OpenROAD-flow-scripts/flow DESIGN_CONFIG=/design/flow/config.mk WORK_HOME=/design/flow/orfs finish
==> flow/config.mk <==
export PLATFORM = sky130hd
export DESIGN_NAME = ALU
export DESIGN_NICKNAME = ALU
export VERILOG_FILES = /design/flow/design.v
export SDC_FILE = /design/flow/constraint.sdc
export NUM_CORES = 4
export LEC_CHECK = 1
export CORE_UTILIZATION = 40
==> flow/constraint.sdc <==
current_design ALU

set clk_period 3.9
set clk_io_pct 0.2

create_clock -name clk0 -period $clk_period [get_ports {clk}]

set non_clock_inputs [all_inputs -no_clocks]
set_input_delay [expr $clk_period * $clk_io_pct] -clock clk0 $non_clock_inputs
set_output_delay [expr $clk_period * $clk_io_pct] -clock clk0 [all_outputs]
==> notes.org <==
#+TITLE: Synthesis and PnR summary

** Die
- According to the floorplan report, the placeable core area is 5610 um2.
- Floorplan-stage core utilization :: 0.422
- 33 I/O pins were placed.
- For reference, the placement row count at floorplan is 27.
- Horizontal die size :: 79.0 um
- Chip area :: 6230 um2
- From bottom edge to top edge, the die measures 79.0 um.

** Clock network
- The later pin in the worst-skew pair is clocked with a latency of 0.29 ns.
- The tree is rooted in a sky130_fd_sc_hd__clkbuf_8.
- TritonCTS created 5 clock buffers.
- TritonCTS clock tree :: done
- Level count of the clock H-tree :: 2
- Hold Buf Count CTS :: 0
- No sink is reached through more buffers than the 2 on the longest clock path.
- The clock tree has to reach 42 sinks.
- Per the post-CTS timing run, clock transition at the registers of the reported paths is 0.08 ns.
- Gates resized during post-CTS repair numbered 0.
- Looking at the post-CTS report, the setup buffer insertion count equals 0.

** Pwr
- Of the total power, registers draw 0.479.
- Internal power comes to 0.000780 W.
- Reported net switching power :: 0.000266 W
- In this run the static leakage power is 1.31 nW.
- P per Cell Area :: 369 nW/um2
- Of the total power, the clock network draws 0.325.
- The share of total power dissipated in combinational logic is 0.197.
- Of the total power, the share spent switching nets is 0.254.
- Maximum resistive drop on vdd :: 0.000301 V

** Setup path
- Arrival time reported for the critical path endpoint :: 2.46 ns
- Kind of capture point of the worst setup path :: flip-flop
- The report shows a maximum critical-path fanout of 3.
- Worst reg2reg setup slack :: 1.63 ns
- For the worst setup path, the data required time is 4.10 ns.
- The worst setup path is launched from a flip-flop.
- The critical path in this run is classified as reg2reg.

** Run status
- Result of the run :: finished clean

** Placement
- The final weighted congestion recorded by global placement is 0.853.
- Port buffer count :: 32
- Setup slack after placement :: 1.66 ns
- Note, the detailed placer reported a final HPWL of 3.06 mm.
- In this run the cell area measured after placement is 2720 um2.

** Synth
- The synth_stat.txt file lists the number of cells as 226.
- Chip area from the yosys synthesis statistics :: 2370 um2
- Register share after synthesis :: 0.444
- The mapped netlist covers 2370 um2.
- Of all flip-flops after synthesis, the portion carrying an async set or reset was 1.00.
- After synthesis the netlist holds a flip-flop and latch count of 42.
- Yosys warns :: 1
- Synthesized netlist cell count :: 226
- Post-synth tally of flip-flops with integrated enable :: 0
- The number of different library cells used by synthesis comes to 48.
- Average size of a mapped cell :: 10.5 um2
- The most used flip-flop cell after synthesis is sky130_fd_sc_hd__dfrtp_1.

** Drt
- According to the report, the first pass of detailed routing completed in 4 iterations.
- Per the detailed-route log, wirelength across all metal layers totals 4.27 mm.
- For this run, design rule violations remaining after detail routing come to 0.
- Diode count :: 0
- Vias post-DR :: 1,648
- Routed vias/inst :: 5.02
- Post-detailed-route wirelength per cell :: 13.0 um
- In this run the remaining antenna-violating nets after routing total 0.
- First-iteration detailed-routing DRC count :: 89

** Final timing
- Max frequency :: 441 MHz
- Transition time at the pin with the least slew margin :: 0.545 ns
- The most critical hold endpoint after final layout shows a slack of 0.356 ns.
- Setup slack on the critical path of the routed design comes to 1.63 ns.
- Per the final report, max-transition violations number 0.
- Between clock sinks in the finished design, the worst skew comes to 0.00710 ns.
- Slew HR :: 0.636
- Unrepaired setup endpoints after global routing :: false
- Setup-failing EPs final :: 0
- Setup total negative slack on the finished layout was measured at 0 ns.
- Endpoints failing hold :: 0
- The final timing summary puts the cycle share of the worst path at 0.582.
- Final period demand of the worst path :: 2.27 ns

** Global routing
- Antenna violations before repair :: 0
- The first global-routing pass estimated 7.29 mm of wire.
- Final global-route overflow total :: 0
- Entering global routing, the biggest net connects 43 pins.
- Overall routing resource usage recorded by global route was 0.154.
- Vias in the first global route :: 1,526

** Cells and area
- Between the synthesized netlist and the finished layout, the area growth was recorded as 19.6%.
- The layout summary lists the proportion of cells stronger than drive strength 1 as 0.0664.
- Finished Cell Area :: 2830 um2
- Max FFs per register :: 16

** Run
- The number of warnings reported in the stage logs is 43.
- Max-Cap Viols :: 0

** Min path
- The worst hold path belongs to the class reg2reg.
[Yosys cell counts (all sizes together), types with 2 or more instances]
library cell / instances / area share
dfrtp: 42 / 0.44
fa: 2 / 0.017
a31oi: 2 / 0.0053
a211oi: 6 / 0.019
o21ai: 9 / 0.019
ha: 26 / 0.14
nor2: 11 / 0.017
a21oi: 13 / 0.029
nand2b: 3 / 0.0079
buf: 10 / 0.027
o21bai: 2 / 0.0063
xnor2: 4 / 0.015
inv: 26 / 0.041
or4: 2 / 0.0063
a21o: 5 / 0.016
o31ai: 4 / 0.013
nand2: 15 / 0.024
nand3: 2 / 0.0042
nor2b: 3 / 0.0079
o22ai: 7 / 0.018
mux4: 2 / 0.019
mux2i: 4 / 0.017
clkbuf: 2 / 0.0032
o21a: 4 / 0.013
o311ai: 2 / 0.011
nor3: 2 / 0.0042
o221ai: 2 / 0.0074
[cell families after synthesis]
group,synth area share
xor+xnor,0.0185
flops,0.444
simple gates,0.0861
fa+ha+maj,0.154
compound gates,0.185
mux,0.0407
buf+inv,0.0713
[power by group through the flow]
stage / clock network [W] / logic (W) / registers, W
after global routing: 0.000375 / 0.000230 / 0.000507
after CTS: 0.000353 / 0.000207 / 0.000502
final: 0.000339 / 0.000206 / 0.000501
[routing by layer]
layer | up-vias | global-route usage | part of all wire
met2 | 54 | 0.229 | 0.44
met5 | - | 0 | 0
met1 | 764 | 0.254 | 0.49
met4 | 0 | 0.0127 | 0.0045
met3 | 2 | 0.0257 | 0.061
li1 | 828 | - | -
[path summary, 6_finish.rpt]
| check | to | start | cells past startpoint |
|---|---|---|---|
| setup / recovery | c_temp | A_reg[0] | 10 |
| hold / removal | z | z_reg | 0 |
| setup reg to reg | c_temp | A_reg[0] | 10 |
| hold reg to reg | z | z_reg | 0 |
| max in group asynchronous | B_reg[0] | rst | 3 |
| min in group asynchronous | v | rst | 3 |
[cell type report]
class | count | area [um2]
clock buffer | 6 | 72.6
clock inverter | 2 | 37.5
fill | 535 | 2780
inverter | 26 | 97.6
multi-input combinational | 146 | 1150
sequential | 42 | 1050
tap | 72 | 90.1
timing repair buffer | 34 | 335
[critical path, stage by stage (launching register included)]
cell and delay [ns]:
sky130_fd_sc_hd__dfrtp_1 0.40, sky130_fd_sc_hd__inv_1 0.09, sky130_fd_sc_hd__ha_1 0.17, sky130_fd_sc_hd__inv_1 0.06, sky130_fd_sc_hd__fa_1 0.40, sky130_fd_sc_hd__nor3b_2 0.19, sky130_fd_sc_hd__o31ai_1 0.24, sky130_fd_sc_hd__a21o_1 0.17
sky130_fd_sc_hd__a21oi_1 0.07, sky130_fd_sc_hd__o21ba_1 0.19, sky130_fd_sc_hd__o311ai_2 0.20
[stage by stage]
step            util  power [W]  cells
2_1_floorplan      -   0.000638    226
3_3_place_gp   0.485   0.000716    320
3_5_place_dp   0.485   0.000716    320
4_1_cts        0.505    0.00106    328
5_1_grt        0.505    0.00111    328
6_report       0.505    0.00105    328
[placed cells by master (no fill, tap or decap), types with 4 or more instances in the layout]
| cell type | Yosys | final |
|---|---|---|
| sky130_fd_sc_hd__o21a_1 | 4 | 4 |
| sky130_fd_sc_hd__a21oi_1 | 12 | 12 |
| sky130_fd_sc_hd__nand2_1 | 15 | 15 |
| sky130_fd_sc_hd__ha_1 | 26 | 26 |
| sky130_fd_sc_hd__mux2i_1 | 4 | 4 |
| sky130_fd_sc_hd__xnor2_1 | 4 | 4 |
| sky130_fd_sc_hd__o21ai_0 | 5 | 5 |
| sky130_fd_sc_hd__o21ai_1 | 4 | 4 |
| sky130_fd_sc_hd__inv_1 | 25 | 25 |
| sky130_fd_sc_hd__a21o_1 | 5 | 5 |
| sky130_fd_sc_hd__nor2_1 | 11 | 11 |
| sky130_fd_sc_hd__clkdlybuf4s50_1 | 0 | 32 |
| sky130_fd_sc_hd__o31ai_1 | 4 | 4 |
| sky130_fd_sc_hd__dfrtp_1 | 42 | 42 |
| sky130_fd_sc_hd__clkbuf_8 | 0 | 5 |
| sky130_fd_sc_hd__a211oi_1 | 6 | 6 |
| sky130_fd_sc_hd__o22ai_1 | 7 | 7 |
Power and IR drop assume default switching activity.
